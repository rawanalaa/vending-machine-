===== /design/flow/run.sh =====
#!/bin/bash
# OpenROAD 26Q1-2900-gdf79404cd8, Yosys 0.63+post, stock flow scripts
make -C /OpenROAD-flow-scripts/flow DESIGN_CONFIG=/design/flow/config.mk WORK_HOME=/design/flow/orfs finish

===== /design/flow/config.mk =====
export PLATFORM = sky130hd
export DESIGN_NAME = UART
export DESIGN_NICKNAME = UART
export VERILOG_FILES = /design/flow/design.v
export SDC_FILE = /design/flow/constraint.sdc
export NUM_CORES = 4
export LEC_CHECK = 1
export CORE_UTILIZATION = 30

===== /design/flow/constraint.sdc =====
current_design UART

set clk_period 4.6
set clk_io_pct 0.2

create_clock -name clk0 -period $clk_period [get_ports {clk}]

set non_clock_inputs [all_inputs -no_clocks]
set_input_delay [expr $clk_period * $clk_io_pct] -clock clk0 $non_clock_inputs
set_output_delay [expr $clk_period * $clk_io_pct] -clock clk0 [all_outputs]

===== /design/flow/design.v =====
`timescale 1ns / 1ps
module UART #(parameter reset_key = 8'b01100001)(
input clk, 
 input RxD,  
 output [7:0] RxData,  
 output output_level  
    );
reg [3:0] bitcounter = 0;  
    reg [1:0] samplecounter = 0;  
    reg clear_bitcounter, inc_bitcounter, inc_samplecounter, clear_samplecounter;  
    reg [13:0] counter = 0;  
    reg state = 0;  
    reg nextstate;  
    reg shift;  
    reg [9:0] rxshiftreg;  
    reg output_reset = 0;  
    reg [31:0] time_counter = 0;  
    parameter clk_freq = 100_000_000;  
    parameter baud_rate = 9_600;  
    parameter oversamples = 4;  
    parameter reset_counter = clk_freq/(baud_rate*oversamples);  
    parameter counter_mid_sample = (oversamples/2);  
    parameter num_bit = 10;  
    parameter reset_high_seconds = 1;
    parameter reset_time_counter = clk_freq*reset_high_seconds;
    assign RxData = rxshiftreg [8:1];  
    assign output_level = output_reset;
    always @ (posedge clk) begin
    counter <= counter +1;  
    if (counter >= reset_counter-1) begin  
    counter <=0;  
    state <= nextstate;  
    if (shift)rxshiftreg <= {RxD,rxshiftreg[9:1]};  
    if (clear_samplecounter) samplecounter <=0;  
    if (inc_samplecounter) samplecounter <= samplecounter +1;  
    if (clear_bitcounter) bitcounter <=0;  
    if (inc_bitcounter)bitcounter <= bitcounter +1;  
    end
    if (output_reset == 0 && rxshiftreg[8:1] == reset_key)
    output_reset <= 1;
    if (output_reset == 1)
    if (time_counter >= reset_time_counter) begin
    time_counter <= 0;
    output_reset <= 0;
    rxshiftreg[8:1] <= 0;
    end
    else time_counter <= time_counter +1;
    end
    always @ (posedge clk) begin  
    shift <= 0;  
    clear_samplecounter <=0;  
    inc_samplecounter <=0;  
    clear_bitcounter <=0;  
    inc_bitcounter <=0;  
    nextstate <=0;  
    case (state)
    0: begin  
    if (RxD)  
    nextstate <=0;  
    else begin  
    nextstate <=1;  
    clear_bitcounter <=1;  
    clear_samplecounter <=1;  
    end
    end
    1: begin  
    nextstate <= 1;  
    if (samplecounter == counter_mid_sample - 1) shift <= 1;  
    if (samplecounter == oversamples - 1) begin  
    if (bitcounter == num_bit - 1)  
    nextstate <= 0;  
    else begin
    inc_bitcounter <=1;  
    end
    clear_samplecounter <=1;  
    end
    else inc_samplecounter <=1;  
    end
    default: nextstate <=0;  
    endcase
    end
    endmodule

==> results.cfg <==
; flow metrics
[critical_path]
cpPeakStageDelay_ns = 0.50
reg2reg_slack_ns = 2.44
r2r-start = time_counter[10]$_SDFFCE_PP0P_
crit_family = buffers and inverters
path_class = flip-flop to output pin
worstSetupStartpoint = rxshiftreg[7]$_DFF_P_
cp_num_cells = 1
path_buffers = 1
required_ns = 3.68
crit_path_top_delay_cell = clkdlybuf4s50_1
cp-endpoint = RxData[6]
ff2ff_path_depth = 5
setup.worst_path.start_class = flip-flop
worst_ep_arrival_time_ns = 1.25
crit_chain = clkdlybuf4s50_1
cp-end-kind = output pin
worstPathMaxFanout = 4
timing.rr.end = time_counter[5]$_SDFFCE_PP0P_

[power_and_ir_drop]
power_frac_clock = 0.342
total_power_mw = 1.539
power_frac_comb = 0.138
p_seq_frac = 0.520
internal_power_mw = 1.175
power.density_nw_per_um2 = 430.1
switching_share = 0.2365
leakage_nw = 1.288
peakVddDrop_mv = 0.3009
power.switching_mw = 0.3640

[synth]
ys_sh_simple = 0.1890
ys_cells = 290
yosys.area_share.xor_xnor = 0.09707
logic_family = simple AND/OR/NAND/NOR gates
netlist_area_sq_um = 3158
ys.flops = 69
avgSynthCellArea_sq_um = 10.89
yosys_area_sq_um = 3158
synth-edff-count = 40
async_flop_share = 0
synthDistinctLibCells = 38
synthCells = 290
fa_ha_area_frac = 0.02773
ys_sh_aoi = 0.04754
flop_cell = edfxtp_1
mux_area_frac = 0.02536
yosys.stat.seqShare = 0.5642
synth_warnings = 1

[clock_network]
clock_path_buffers = 2
cts_max_level = 3
insertion_delay_ns = 0.34
post_cts_resized = 0
cts_sinks = 69
clkTransAtPathRegs_ns = 0.07
cts_made_buffers = 9
root_buffer = clkbuf_8
cts_setup_buffers = 0
cts_tree = done
cts_hold_buf = 0

[placement]
dp_cells = 429
dp_hpwl_mm = 3.111
io_buffers = 10
routabilityCongestion = 0.7662

[sta]
tns_ns = 0
fmax_mhz = 460.7
finalCritPeriodShare = 0.4718
worst_slew_pin_slew_ns = 0.7350
rsz0062_at_grt = no
slew_violations = 0
setup_violations = 0
relSlewSlack = 0.5063
finClkSkew_ns = 0.007987
finalHoldViolations = 0
min_period_ns = 2.170

[route]
drc = 0
drtAntennaViolNets = 0
drtPass1Iterations = 4
vias = 1959
wirelength_mm = 4.851
viasPerCell = 4.402
antenna_cells_inserted = 0
avgRoutedWirePerCell_microns = 10.90
drt_iter0_drc = 129

[job]
drv_cap = 0
warning_count = 29

[grt]
grt_usage = 0.09760
grt_pass1_vias = 1825
grt_start_max_net_pins = 42
antenna_found_initial = 0
grt_pass1_wl_mm = 8.418
grt.overflow.total = 0

[die]
die_h_microns = 104.6
core_area_sq_um = 10280
die.size.x_microns = 104.6
die_area_sq_um = 10940
num_io_pins = 11
rows = 37
initCoreUtil = 0.3073

[final_layout]
mostFrequentLayoutCell = nor2_1
finalNonFillerCells = 445
layout_top_cells = nor2_1, edfxtp_1, dfxtp_1, xor2_1, nand3_1
nFillCells = 1014
final_util = 0.3481
drive_above_1_share = 0.07767
layout-area-overhead-vs-synth_pct = 13.27

[min_path]
hp-start = nextstate$_DFF_P_
hp-class = flip-flop to flip-flop

[outcome]
status = completed
## metal layers
metal  wire, microns  track usage
met1            2453       0.1522
met2            2081       0.1381
met3             274      0.03748
met4              40      0.01107
met5               0            0
## per-stage QoR
step / worst slack [ns] / hold slack [ns] / cell area (sq um)
finish: 2.430 / 0.4071 / 3577
global route: 2.281 / 0.4295 / 3577
global placement: 2.487 / 0.3913 / 3357
detailed placement: 2.467 / 0.3887 / 3357
CTS: 2.398 / 0.4077 / 3577
floorplan: 2.699 / 0.3855 / 3181
## how the worst min path moves through the flow
| stage | to | slack (ns) | depth (start not counted) |
|---|---|---|---|
| 5_1_grt | state$_DFFE_PN_ | 0.43 | 0 |
| 6_report | state$_DFFE_PN_ | 0.41 | 0 |
| 4_1_cts | state$_DFFE_PN_ | 0.41 | 0 |
## worst register-to-register path: stages, from the launching register on
cell	delay (ns)
edfxtp_1	0.44
or4_1	0.56
o2111ai_1	0.21
a21o_2	0.18
nand3_4	0.36
nor2_1	0.25
## sequential cells by signal, indices dropped and copies added (netlist names)
register and count:
time_counter 32, counter 14, rxshiftreg 9, bitcounter 4, samplecounter 2, clear_bitcounter 1, clear_samplecounter 1, inc_bitcounter 1
inc_samplecounter 1, nextstate 1, output_reset 1, shift 1, state 1
## synthesized netlist by cell type, drive strengths merged (8+ instances only)
| cell type | n | share of area |
|---|---|---|
| edfxtp | 40 | 0.38 |
| xor2 | 23 | 0.064 |
| dfxtp | 29 | 0.18 |
| nor2 | 50 | 0.059 |
| nand4 | 8 | 0.016 |
| inv | 11 | 0.013 |
| and3 | 8 | 0.016 |
| buf | 13 | 0.032 |
| xnor2 | 12 | 0.033 |
| nand2 | 15 | 0.018 |
| a21oi | 10 | 0.019 |
| mux2i | 8 | 0.025 |
| nand3 | 18 | 0.032 |
## cell families after synthesis
family,Yosys count
buffers and inverters,26
other,1
flip-flops,69
XOR/XNOR,35
AND-OR/OR-AND,23
multiplexers,8
adder cells (fa/ha/maj),7
AND/OR/NAND/NOR,121
## power by group through the flow
stage         clock network [mW]  logic [mW]  registers [mW]
finish                     0.526       0.212           0.800
global route               0.571       0.240           0.812
CTS                        0.544       0.215           0.802
## area by class of cell
| type | count | area [sq um] | area share |
|---|---|---|---|
| sequential | 69 | 1783 | 0.4984 |
| multi-input combinational | 201 | 1247 | 0.3487 |
| timing repair buffer | 12 | 115.1 | 0.03218 |
| tap | 136 | 170.2 | 0.04757 |
| clock buffer | 12 | 166.4 | 0.04652 |
| clock inverter | 4 | 53.80 | 0.01504 |
| inverter | 11 | 41.29 | 0.01154 |
No activity file was given, so power comes from the tool's default toggle rates.
