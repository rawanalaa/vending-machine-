==> design/flow/run.sh <==
#!/bin/bash
# OpenROAD 26Q1-2900-gdf79404cd8, Yosys 0.63+post, stock flow scripts
make -C /OpenROAD-flow-scripts/flow DESIGN_CONFIG=/design/flow/config.mk WORK_HOME=/design/flow/orfs finish
==> design/flow/config.mk <==
export PLATFORM = sky130hd
export DESIGN_NAME = debouncer
export DESIGN_NICKNAME = debouncer
export VERILOG_FILES = /design/flow/design.v
export SDC_FILE = /design/flow/constraint.sdc
export NUM_CORES = 4
export LEC_CHECK = 1
export CORE_UTILIZATION = 30
==> design/flow/constraint.sdc <==
current_design debouncer

set clk_period 5.0
set clk_io_pct 0.2

create_clock -name clk0 -period $clk_period [get_ports {clk}]

set non_clock_inputs [all_inputs -no_clocks]
set_input_delay [expr $clk_period * $clk_io_pct] -clock clk0 $non_clock_inputs
set_output_delay [expr $clk_period * $clk_io_pct] -clock clk0 [all_outputs]
==> design/flow/design.v <==
`timescale 1ns / 1ps
module debouncer(input in , clk ,rst ,output out);
reg Q1 , Q2,Q3;
wire newclk;
divider speed (clk,rst,newclk) ;
always @(posedge newclk)begin 
Q1<=in;
Q2<=Q1;
Q3<=Q2;
end
assign out =(Q1&Q2&Q3);
endmodule
`timescale 1ns / 1ps
module divider #(parameter n = 250000)(input clk, rst, output reg clk_out);
    reg [31:0] count;
    always @ (posedge clk, posedge rst) begin  
        if (rst == 1'b1)
            count <= 32'b0;
        else if (count == n-1)
            count <= 32'b0;
        else
            count <= count+1;
    end
    always @ (posedge clk, posedge rst) begin  
        if (rst == 1'b1)
            clk_out <= 1'b0;
        else if (count == n-1)
            clk_out <= ~clk_out;
        else
            clk_out <= clk_out;
    end
endmodule
==> out/results.md <==
| Parameter | This run | Unit |
|:---|:---|:---|
| Biggest area cells | sky130_fd_sc_hd__dfrtp_1, sky130_fd_sc_hd__xnor2_1, sky130_fd_sc_hd__xor2_1, sky130_fd_sc_hd__nand4_1, sky130_fd_sc_hd__dfxtp_1 | - |
| Primary flip-flop cell chosen by synthesis mapping | sky130_fd_sc_hd__dfrtp_1 | - |
| Setup bufs post-CTS | 0 | - |
| Worst Path Class, Setup | flip-flop to flip-flop | - |
| Reg2reg start | speed.count[5]$_DFF_PP0_ | - |
| Final setup margin | 3.03 | ns |
| Skew-Pair Late Insertion Delay | 0.28 | ns |
| Antenna-violating nets left | 0 | - |
| Post-synthesis mux area share | 0 | % |
| Static leakage | 0.897 | nW |
| Worst Hold Path EP | speed.count[31]$_DFF_PP0_ | - |
| Area growth, synth to finish | 12.1 | % |
| Cell at the root of the clock tree | sky130_fd_sc_hd__clkbuf_8 | - |
| Die Width | 78.7 | um |
| Hold Crit Class | flip-flop to flip-flop | - |
| TritonCTS clock tree | built | - |
| Sum of net half-perimeters after detailed placement | 2.18 | mm |
| Floorplan utilization | 31.6 | % |
| Cell area power density | 268 | mW/mm^2 |
| Number of unconstrained endpoints | 4 | - |
| Mapped cell area | 0.00176 | sq mm |
| Inserted Clock Buffers | 5 | - |
| Height of the die | 78.7 | um |
| Reg clk slew, reported paths | 0.07 | ns |
| Area of the synthesized netlist per yosys stat | 0.00176 | sq mm |
| Cells on Worst Hold Path | 1 | - |
| Count of endpoints failing setup in the final report | 0 | - |
| Worst setup SP type | flip-flop | - |
| Iteration-0 DRC Markers | 83 | - |
| Register pins left without a clock | 3 | - |
| Initial antenna violation count | 0 | - |
| Number of max-slew violations in the final report | 0 | - |
| Top-level I/O count | 4 | - |
| Ratio of final minimum period to clock period | 39.4 | % |
| XOR/XNOR share of the synthesized area | 14.4 | % |
| Total DRC errors in the routed layout | 0 | - |
| Detailed-route wire length | 3.13 | mm |
| Post-CTS resize count | 0 | - |
| Fmax | 508 | MHz |
| Via count of the routed design | 1154 | - |
| Pin count of the biggest net entering global routing | 34 | - |
| Share of the core filled with cells | 35.5 | % |
| CP max FO | 9 | - |
| Cell type contributing the most total cell area after synthesis | sky130_fd_sc_hd__dfrtp_1 | - |
| First-pass GRT wire length | 5.60 | mm |
| Global route overflow | 0 | - |
| Number of optimization iterations in the first detailed-route pass | 4 | - |
| Setup repair after global routing missed its margin | no | - |
| Clock Tree Buf Depth | 2 | - |
| Crit path max-delay cell type | sky130_fd_sc_hd__nor3_2 | - |
| Most frequent cells in the layout | sky130_fd_sc_hd__dfrtp_1, sky130_fd_sc_hd__xnor2_1, sky130_fd_sc_hd__nor2_1 | - |
| Worst reg2reg path depth | 4 | - |
| Top-area cell type share of the netlist area | 46.8 | % |
| Post-synthesis async set-or-reset flop share | 91.7 | % |
| Number of antenna repair diodes | 0 | - |
| Combinational family with the most area after synthesis | simple AND/OR/NAND/NOR gates | - |
| AND/OR/NAND/NOR Cells, Area Fraction | 30.1 | % |
| Chip Footprint | 0.00619 | sq mm |
| Adder-cell area share of the yosys netlist | 0.709 | % |
| Final routed wire length divided by cell count | 13.0 | um |
| Final-layout setup total negative slack | 0 | ns |
| Flip-flops with a built-in enable | 0 | - |
| Result of the run | completed | - |
| Count of hold-fix buffers inserted at cts | 0 | - |
| Worst stage delay on the critical path | 0.49 | ns |
| Share of cells above drive strength 1 | 11.3 | % |
| Std-Cell Core Area | 0.00557 | sq mm |
| Arrival time reported for the critical path endpoint | 2.14 | ns |
| Commonest non-fill, non-tap cell in the layout | sky130_fd_sc_hd__dfrtp_1 | - |
| Synthesized instance count | 160 | - |
| Final weighted congestion in routability-driven placement | 0.824 | - |
| Clock Skew | 0.00692 | ns |
| Buffers added on ports | 3 | - |
| Worst slew pin tran | 0.669 | ns |
| Detailed-route vias per instance | 4.81 | - |
| Max-capacitance violation count | 0 | - |
| Aoi share | 1.84 | % |
| Startpoint of the lowest-slack hold path | speed.count[31]$_DFF_PP0_ | - |
| Crit path buffers/inverters | 0 | - |
| Final worst path period need | 1.97 | ns |
| Number of warnings the tools reported | 25 | - |
| Largest voltage drop on the vdd net | 0.200 | mV |
| Minimum setup slack among reg-to-reg paths | 3.03 | ns |
| Capture instance of the worst register-to-register path | speed.count[1]$_DFF_PP0_ | - |
| Critical path data required time | 5.18 | ns |
| Sequential fraction of the synthesis area | 50.2 | % |
| Average cell area after synthesis | 11.0 | sq um |
| Total routing usage reported by global routing | 11.7 | % |
| Count of distinct cell types in the synthesized netlist | 33 | - |
| Number of levels the H-tree was split into | 2 | - |
| Post-Place Setup Slack | 3.05 | ns |
| Endpoint class of the critical path | flip-flop | - |
| Synth flops | 36 | - |
| Final hold violation count | 0 | - |
| Number of global-route vias before repair | 1129 | - |
| Number of warning messages in the yosys log | 2 | - |
| Cell family with the largest share of critical-path delay | simple AND/OR/NAND/NOR gates | - |
| Cell count in the Yosys report | 160 | - |
| Cell chain of the critical path | nor4b_1 -> nand4b_1 -> nor3_2 -> and2b_1 | - |
| Worst rel slew slack | 55.1 | % |
| Number of placement rows | 27 | - |
[sequential cells by signal (all words and copies together) (netlist names)]
| register | flops |
|---|---|
| Q3 | 1 |
| Q2 | 1 |
| Q1 | 1 |
| speed.count | 32 |
| speed.clk_out | 1 |
[layout make-up]
| type | instances | area (sq um) |
|---|---|---|
| clock buffer | 7 | 86.3 |
| clock inverter | 1 | 30.0 |
| fill | 550 | 3600 |
| inverter | 5 | 18.8 |
| multi-input combinational | 115 | 830 |
| sequential | 36 | 886 |
| tap | 72 | 90.1 |
| timing repair buffer | 4 | 37.5 |
[worst max path at each step]
| stage | endpoint | cells after the start | slack [ns] | startpoint |
|---|---|---|---|---|
| CTS | speed.count[1]$_DFF_PP0_ | 5 | 3.04 | speed.count[0]$_DFF_PP0_ |
| global route | speed.count[1]$_DFF_PP0_ | 4 | 2.88 | speed.count[5]$_DFF_PP0_ |
| finish | speed.count[1]$_DFF_PP0_ | 4 | 3.03 | speed.count[5]$_DFF_PP0_ |
[worst register-to-register path, stage by stage (launching register included)]
cell	delay [ns]
sky130_fd_sc_hd__dfrtp_1	0.45
sky130_fd_sc_hd__nor4b_1	0.47
sky130_fd_sc_hd__nand4b_1	0.21
sky130_fd_sc_hd__nor3_2	0.49
sky130_fd_sc_hd__and2b_1	0.25
[routing by layer]
metal  GRT usage, %  vias up  share of wire, %
li1               -      585                 -
met1           19.2      553                52
met2           16.0       11                43
met3           2.72        5               3.4
met4           2.41        0               1.3
met5              0        -                 0
[power by group]
group | leakage, nW | internal, W | total (W) | switching (W)
sequential | 0.477 | 0.000267 | 0.000267 | 0
clock | 0.0585 | 0.000162 | 0.000257 | 0.0000945
combinational | 0.362 | 0.00000192 | 0.00000715 | 0.00000523
total | 0.897 | 0.000431 | 0.000531 | 0.0000997
[synth_stat cells (4+ instances only)]
cell / n
sky130_fd_sc_hd__dfrtp_1: 33
sky130_fd_sc_hd__nor2_1: 14
sky130_fd_sc_hd__nand3_1: 9
sky130_fd_sc_hd__xnor2_1: 18
sky130_fd_sc_hd__nand2_1: 7
sky130_fd_sc_hd__nand4_1: 13
sky130_fd_sc_hd__inv_1: 5
sky130_fd_sc_hd__and3_1: 7
sky130_fd_sc_hd__xor2_1: 11
sky130_fd_sc_hd__nor3_1: 4
sky130_fd_sc_hd__nor4_1: 6
[per-stage QoR]
| stage | std cells | total power (W) | hold WS [ns] | instance area (sq um) |
|---|---|---|---|---|
| 6_report | 240 | 0.000531 | 0.485 | 1980 |
| 3_3_place_gp | 232 | 0.000280 | 0.470 | 1860 |
| 5_1_grt | 240 | 0.000552 | 0.509 | 1980 |
| 3_5_place_dp | 232 | 0.000280 | 0.469 | 1860 |
| 2_1_floorplan | 160 | 0.000276 | 0.447 | 1760 |
| 4_1_cts | 240 | 0.000540 | 0.486 | 1980 |
[kinds of logic after synthesis]
family          count (synthesis)
buf+inv                         9
flops                          36
xor+xnor                       29
compound gates                  5
fa+ha+maj                       1
simple gates                   80
Power is estimated from default activity; no workload was simulated.
