**./config.mk**
```make
export PLATFORM = sky130hd
export DESIGN_NAME = BCD
export DESIGN_NICKNAME = BCD
export VERILOG_FILES = /design/flow/design.v
export SDC_FILE = /design/flow/constraint.sdc
export NUM_CORES = 4
export LEC_CHECK = 1
export CORE_AREA = 10 10 70 70
export DIE_AREA = 0 0 80 80
```
**./constraint.sdc**
```tcl
current_design BCD

set clk_period 1.8
set clk_io_pct 0.2

create_clock -name clk0 -period $clk_period

set non_clock_inputs [all_inputs -no_clocks]
set_input_delay [expr $clk_period * $clk_io_pct] -clock clk0 $non_clock_inputs
set_output_delay [expr $clk_period * $clk_io_pct] -clock clk0 [all_outputs]
```
**./design.v**
```verilog
`timescale 1ns / 1ps
module BCD( input [4:0] binary, output reg [3:0]tens, ones);
integer i;
always @(binary)
begin 
tens=4'd0;
ones=4'd0;
for (i=4; i>=0;i=i-1)
begin
if (tens>=5)
tens=tens+3;
if (ones>=5)
ones=ones+3;
tens=tens<<1;
tens[0]=ones[3];
ones=ones<<1;
ones[0]=binary[i];
end
end
endmodule
```
**./run.sh**
```bash
#!/bin/bash
# OpenROAD 26Q1-2900-gdf79404cd8, Yosys 0.63+post, stock flow scripts
make -C /OpenROAD-flow-scripts/flow DESIGN_CONFIG=/design/flow/config.mk WORK_HOME=/design/flow/orfs finish
```
==> reports/metrics.yaml <==
routing:
  route.met3.wl_um: 56
  wl_um: 1080
  wl_per_cell_um: 10.1
  wirelength_met1_um: 595
  n_antenna_cell: 0
  firstDrtPassIters: 3
  viasPerCell: 3.39
  vias: 363
  ant_nets: 0
  top_layer_used: "met3"
  drc: 0
  drt_iter0_drc: 4
  wl_met2_um: 428
cells_and_area:
  finalInstanceArea_um2: 652
  drive_gt1_frac: 0.705
  ff_count: 0
  fillerInstances: 387
  logic_area_um2: 347
  regArea_um2: 0
  nClkBuffers: 0
  area_growth_syn_to_layout_pct: 134
yosys:
  synthesis.area_um2: 279
  simple_gate_share: 0.157
  synthAdderAreaFrac: 0.135
  top_cell_area_share: 0.135
  topCellsByArea: "ha_1, buf_4, buf_12"
  xor_share: 0.0628
  yosys_warnings: 1
  synth_cell_types: 24
  yosys-stat-cells: 39
  syn_inst: 39
  synth_seq_share: 0
  logic_family: "AND-OR/OR-AND gates"
  syn_avg_cell_area_um2: 7.15
  ys_area_um2: 279
  ys_sh_mux: 0.0359
  synthAoiAreaFrac: 0.372
  top_cells_by_count: "inv_1, nor2_1, buf_4, ha_1, o22ai_1"
  yosysTopAreaCell: "ha_1"
worst_setup_path:
  worstPathRequired_ps: 1440
  cp.arrival_ps: 1740
  crit_type: "in2out"
  max_stage_delay_ps: 240
  cp_slowest_cell: "a22o_1"
  worstPathCellList: "buf_6 > inv_4 > ha_4 > inv_4 > ha_4 > a21oi_4 > buf_6 > or3b_4 > o311ai_4 > a22o_1 > buf_2"
  startpoint: "binary[3]"
  cp_max_fo: 5
  end_kind: "output pin"
  crit_family: "AND-OR/OR-AND gates"
  start_kind: "input pin"
  critical_path_buf_inv_count: 5
sta:
  worst_slack_ps: -297
  rsz0062_at_grt: "true"
  setup_violations: 5
  post-route-period-util: 1.16
  finalHoldViolations: 0
  post-route-min-period_ps: 2100
  finalMaxSlewViolations: 0
  fmax_mhz: 477
min_path:
  hold-path-cell-count: 0
  min_from: "binary[0]"
  min_to: "ones[0]"
  hold_path.class: "in2out"
placement:
  hpwl_um: 712
  placed_area_um2: 483
  gp_congestion: 0.838
  numPortBuffers: 9
die:
  initCoreUtil: 0.0817
  io_pins: 13
  core_um2: 3420
  die_height_um: 80
  die-area_um2: 6400
  die_w_um: 80
  core.rowCount: 21
power:
  powerDensity_nw_per_um2: 309
  ir_drop_v: 0.000126
  finalPower_uw: 201
  p_leak_nw: 0.262
run:
  warnings: 36
  drv_cap: 0
global_routing:
  grt_antenna_before_repair: 0
  grtUsageTotal: 0.0335
  grt_max_degree: 7
  grt_pass1_wl_um: 1810
  grt_pass1_vias: 369
  gr-total-overflow: 0
cts:
  holdBufCountCts: 0
status:
  failed_checks: "negative setup slack"
  status: "complete, but fails checks"
==> metal layers <==
layer | up-vias | global-route usage
met5 | - | 0
met4 | 0 | 0
met3 | 0 | 0.00682
met2 | 11 | 0.0409
met1 | 168 | 0.0580
li1 | 184 | -
==> where the power goes <==
part	total (mW)	switching, mW	internal [mW]
sequential	0	0	0
clock	0	0	0
combinational	0.201	0.0845	0.117
total	0.201	0.0845	0.117
==> metrics by stage <==
| stage | worst slack [ps] | cells | TNS, ps | util | hold WS, ps |
|---|---|---|---|---|---|
| 2_1_floorplan | -22.0 | 40 | -22.0 | - | 786 |
| 3_3_place_gp | -1090 | 99 | -4830 | 0.141 | 720 |
| 3_5_place_dp | -1090 | 99 | -4850 | 0.141 | 720 |
| 4_1_cts | -299 | 105 | -1110 | 0.175 | 720 |
| 5_1_grt | -392 | 107 | -1460 | 0.191 | 720 |
| 6_report | -297 | 107 | -1010 | 0.191 | 720 |
==> logic make-up (layout without fill, tap and decap cells) <==
group | count (synthesis) | after routing
fa+ha+maj | 3 | 3
buf+inv | 9 | 30
other cells | 1 | 2
simple gates | 9 | 9
mux | 1 | 1
compound gates | 14 | 14
xor+xnor | 2 | 2
==> worst max-delay path by stage <==
| stage | cells past startpoint | endpoint | slack [ps] |
|---|---|---|---|
| final | 11 | ones[2] | -300 |
| after global routing | 11 | ones[2] | -390 |
| after CTS | 11 | ones[2] | -300 |
==> final cells by class <==
type | count | share of cell area
timing repair buffer | 26 | 0.338
inverter | 4 | 0.0422
tap | 46 | 0.0883
multi-input combinational | 31 | 0.532
==> cells in the final DEF, fill, tap and decap left out, types with 2 or more instances in the layout <==
cell type and count:
conb_1 2, inv_4 2, nand2_1 2, clkbuf_2 2, a21oi_1 2, ha_4 2
buf_4 11, o21ai_0 2, buf_6 7, nor2_4 2, buf_2 3, o22ai_2 2
==> timing repair <==
action / CTS / global route
setup endpoints to repair: 5 / 5
buffers inserted: 6 / 2
pin swaps: 11 / 9
resized: 42 / 13
No activity file was given, so power comes from the tool's default toggle rates.
